==> flow/design.v <==
`timescale 1ns / 1ps
module cla_adder(
    input wire [3:0] a,
    input wire [3:0] b,
    input wire c0,
    input wire clk,
    output wire [3:0] s,
    output wire c4
);
    wire [3:0] p, g, c,s_wire;
    wire c4_wire;
    reg [3:0] a_reg, b_reg; 
    reg c0_reg;
    reg [3:0] s_reg;       
    reg c4_reg;
    always @(posedge clk) begin
        a_reg <= a;
        b_reg <= b;
        c0_reg <= c0;
    end
    assign p = a_reg ^ b_reg;
    assign g = a_reg & b_reg;
    assign c[0] = c0_reg;
    assign c[1] = g[0] | (p[0] & c[0]);
    assign c[2] = g[1] | (p[1] & g[0]) | (p[1] & p[0] & c[0]);
    assign c[3] = g[2] | (p[2] & g[1]) | (p[2] & p[1] & g[0]) | (p[2] & p[1] & p[0] & c[0]);
    assign c4_wire = g[3] | (p[3] & g[2]) | (p[3] & p[2] & g[1]) | (p[3] & p[2] & p[1] & g[0]) | (p[3] & p[2] & p[1] & p[0] & c[0]);
    assign s_wire = p ^ c;
    always @(posedge clk) begin
        s_reg <= s_wire;
        c4_reg <= c4_wire;
    end
    assign s = s_reg;
    assign c4 = c4_reg;
endmodule
==> flow/run.sh <==
#!/bin/bash
# OpenROAD 26Q1-2900-gdf79404cd8, Yosys 0.63+post, stock flow scripts
make -C /OpenROAD-flow-scripts/flow DESIGN_CONFIG=/design/flow/config.mk WORK_HOME=/design/flow/orfs finish
==> flow/config.mk <==
export PLATFORM = sky130hd
export DESIGN_NAME = cla_adder
export DESIGN_NICKNAME = cla_adder
export VERILOG_FILES = /design/flow/design.v
export SDC_FILE = /design/flow/constraint.sdc
export NUM_CORES = 4
export LEC_CHECK = 1
export CORE_AREA = 10 10 73 73
export DIE_AREA = 0 0 83 83
==> flow/constraint.sdc <==
current_design cla_adder

set clk_period 2.9
set clk_io_pct 0.2

create_clock -name clk0 -period $clk_period [get_ports {clk}]

set non_clock_inputs [all_inputs -no_clocks]
set_input_delay [expr $clk_period * $clk_io_pct] -clock clk0 $non_clock_inputs
set_output_delay [expr $clk_period * $clk_io_pct] -clock clk0 [all_outputs]
==> impl_metrics.ini <==
; yosys + openroad results
[detailed_routing]
via_per_inst = 2.608
drt-total-wl_um = 752
dr.pass1.iters = 2
drt.antenna.violating_nets = 0
antenna_cells = 0
vias = 253
drtIter0Drc = 10
wl_per_cell_um = 7.753
route.detailed.drc = 0

[global_route]
grt-ovfl-total = 0
met3_usage_pct = 1.870
grt_usage_pct = 2.212
antenna_found_initial = 0
grt_max_degree = 9
grt_pass1_vias = 258
grt_pass1_wl_um = 1228
grtUsageMet2_pct = 3.073
grt_busiest_layer = met2
met1_usage_pct = 2.475

[flow_run]
maxCapViolations = 0
warning_count = 25

[clock_tree]
clk_pin_slew_ns = 0.06
clock_sinks = 14
tritoncts = built
cts_root_buf = clkbuf_8
numCtsBuffers = 3
cts_hold_buffers = 0
h-tree-depth = 1
clock_latency_ns = 0.24
cts_resized = 0
clock_path_buffers = 2
post_cts_buffers = 0

[finish]
drive_gt1_share_pct = 8.163
fill_cells = 421
area_growth_pct = 59.65
final_util_pct = 18.25
stdcell_area_um2 = 683.2
stdcell_count = 97

[timing]
rsz0062_at_grt = no
finalSetupTns_ns = 0
relSlewSlack_pct = 90.32
maxSlewViolCount = 0
period_used_pct = 54.70
fmax_ghz = 0.6304
period_needed_ns = 1.586
setup_viol = 0
skew_ns = 0.0006017
hold_viol_final = 0
worst_pin_slew_ns = 0.1453

[power_and_ir_drop]
ir_worst_vdd_mv = 0.2161
power.total_uw = 461.0
power.density_nw_per_um2 = 674.7
leakage_nw = 0.2977

[setup_path]
crit_slowest_cell = clkdlybuf4s50_1
end_kind = output port
cp_slowest_stage_delay_ns = 0.46
path_class = reg -> out
worst_ep_arrival_time_ns = 1.01
critPathBufInv = 1
required_ns = 2.32
cpLargestDelayFamily = buffers and inverters
crit_fanout = 1
rrSetupSlack_ns = 1.59
cp-start-kind = flop
path_cells = clkdlybuf4s50_1

[die]
dieArea_um2 = 6889
io_pins = 15
fp.dieH_um = 83
die_w_um = 83
core_um2 = 3744
fp_util_pct = 11.43
num_rows = 22

[logic_synthesis]
yosysUniqueCellTypes = 9
ys_warn_count = 1
synth_chip_area_um2 = 427.9
synth_area_um2 = 427.9
ys_seq_share_pct = 65.50
syn_avg_cell_area_um2 = 13.80
ys.flops = 14
ys_cells = 31
syn_inst = 31

[placement]
portBuffers = 14
dpl_cell_area_um2 = 628.1
dpl.cell_count = 93
hpwlAfterDp_um = 641.8
gp_congestion = 0.6711

[run_status]
status = finished, final reports clean

[min_path]
hold_path.class = reg -> reg
[cell type report]
type	instances	area [um2]	share of cell area [%]
Timing Repair Buffer	14	140.1	20.51
Inverter	4	15.01	2.198
Clock buffer	4	55.05	8.059
Tap cell	48	60.06	8.791
Sequential cell	14	280.3	41.03
Multi-Input combinational cell	13	132.6	19.41
[metal layers]
| metal | vias up | part of all wire, % |
|---|---|---|
| met1 | 106 | 44 |
| met5 | - | 0 |
| met4 | 0 | 0 |
| li1 | 136 | - |
| met2 | 11 | 43 |
| met3 | 0 | 13 |
[cell usage after synthesis]
master | n | area, um2
a21o_1 | 3 | 22.52
fa_1 | 1 | 20.02
a31o_1 | 1 | 8.760
xor2_1 | 1 | 8.760
inv_1 | 4 | 15.01
ha_1 | 4 | 50.05
xnor2_1 | 2 | 17.52
a21oi_1 | 1 | 5.000
dfxtp_1 | 14 | 280.3
[worst min-delay path: cells and delay by family, from the launching register on]
family / cells / cell delay (ns)
flip-flops: 1 / 0.31
AND-OR/OR-AND: 1 / 0.08
adder cells (fa/ha/maj): 1 / 0.13
[power by group]
part | switching (mW) | internal (mW)
Clock | 0.0652 | 0.120
Combinational | 0.0149 | 0.0436
Sequential | 0.00520 | 0.212
Total | 0.0853 | 0.376
[cells by family after synthesis]
family                   after synthesis  share of synthesized area [%]
buffers and inverters                  4                          3.508
AND-OR/OR-AND                          5                          8.478
XOR/XNOR                               3                          6.141
adder cells (fa/ha/maj)                5                          16.37
flip-flops                            14                          65.50
[path summary, 6_finish.rpt]
kind,startpoint,end,depth (start not counted)
min reg2reg,b_reg[3],c4_reg,2
max reg2reg,a_reg[2],c4_reg,4
min,b_reg[3],c4_reg,2
max,s_reg[1],s[1],1
[through the flow]
step / setup WS, ns / hold slack [ns]
finish: 1.314 / 0.5372
global route: 1.254 / 0.5615
CTS: 1.283 / 0.5474
detailed placement: 1.554 / 0.5415
global placement: 1.559 / 0.5339
floorplan: 1.653 / 0.5119
[cells in the final DEF (no fill, tap or decap)]
master and instances:
a31o_1 1, clkbuf_8 4, inv_1 4, a21oi_1 1, dfxtp_1 14, clkdlybuf4s50_1 14
xnor2_1 2, fa_1 1, a21o_1 3, ha_1 4, xor2_1 1
