`./config.mk`:
```
export PLATFORM = sky130hd
export DESIGN_NAME = fsm_11
export DESIGN_NICKNAME = fsm_11
export VERILOG_FILES = /design/flow/design.v
export SDC_FILE = /design/flow/constraint.sdc
export NUM_CORES = 4
export LEC_CHECK = 1
export CORE_AREA = 10 10 70 70
export DIE_AREA = 0 0 80 80
```
`./constraint.sdc`:
```
current_design fsm_11

set clk_period 1.0
set clk_io_pct 0.2

create_clock -name clk0 -period $clk_period [get_ports {CLK}]

set non_clock_inputs [all_inputs -no_clocks]
set_input_delay [expr $clk_period * $clk_io_pct] -clock clk0 $non_clock_inputs
set_output_delay [expr $clk_period * $clk_io_pct] -clock clk0 [all_outputs]
```
`./design.v`:
```
`timescale 1ns / 1ps
module fsm_11(
    input  wire CLK,
    input  wire RESET,
    input  wire IN,
    output reg  OUT);
    wire ONE  = IN;
    wire ZERO = ~IN;
    reg prev_one;
    reg prev_zero;
    reg [1:0] count_one;
    reg [1:0] count_zero;
    always @(posedge CLK or posedge RESET) begin
        if (RESET) begin
            prev_one   <= 1'b0;
            prev_zero  <= 1'b0;
            count_one  <= 2'd0;
            count_zero <= 2'd0;
            OUT        <= 1'b0;
        end else begin
            if (prev_one && !ONE) begin
                count_one <= count_one + 1;
            end
            if (prev_zero && !ZERO) begin
                count_zero <= count_zero + 1;
            end
            prev_one  <= ONE;
            prev_zero <= ZERO;
            if ((count_one >= 2) && (count_zero >= 2))
                OUT <= 1'b1;
            else
                OUT <= 1'b0;
        end
    end
endmodule
```
`./run.sh`:
```
#!/bin/bash
# OpenROAD 26Q1-2900-gdf79404cd8, Yosys 0.63+post, stock flow scripts
make -C /OpenROAD-flow-scripts/flow DESIGN_CONFIG=/design/flow/config.mk WORK_HOME=/design/flow/orfs finish
```
==> run notes <==
Physical implementation status

The flow ran to the end, and the final reports show no timing, DRC or antenna violations. Setup repair after global routing left no endpoint under its margin. The depth of the most critical reg-to-reg path stands at 2.

The final worst-path setup slack stands at 0.116 ns. TritonCTS built the clock tree. The switching part of the total power stands at 23.7%. The power share of the clock group stands at 28.8%.

The endpoint identified for the worst register-to-register timing path is count_zero[1]$_DFFE_PP0P_. The horizontal die dimension stands at 80 um. For the finished layout, the period the worst path requires is approximately 0.88 ns. The OpenROAD warning count stands at 25.

The half-perimeter wire length after detailed placement stands at ~260 um. Per the TritonCTS log, the buffer count is 3. All stages included, the depth of the critical timing path comes to 1. The total number of clock tree sinks stands at 7.

The first-pass detailed-route iteration total stands at 3. The number of global-route vias before repair came to 165. The later pin in the worst-skew pair is clocked with a latency of 0.24 ns. Fill cells in the final layout number 394. Between clock sinks in the finished design, the worst skew comes to 0.00264 ns. The share of synthesized area occupied by flip-flops and latches stands at a little under three quarters. The number of warning messages in the yosys log stands at 1.

The startpoint identified for the worst register-to-register timing path is count_zero[0]$_DFFE_PP0P_. STA classifies the critical path startpoint as a register. The number of pins with negative max-slew slack in the final report stands at 0. The count of H-tree levels built during CTS stands at 1. The most critical setup path has its startpoint at OUT$_DFF_PP0_. Per the detailed-route log, wirelength across all metal layers totals roughly 340 um.

Dividing the synthesized area by the synthesized cell count gives 13.7 sq um. In the global route stage, overall resource usage came out at 1.30%. In the synthesized netlist, the cells that appear most often are sky130_fd_sc_hd__dfrtp_1, sky130_fd_sc_hd__xnor2_1, sky130_fd_sc_hd__inv_1. STA classifies the critical path endpoint as an output port.

The tree is rooted in a sky130_fd_sc_hd__clkbuf_4. The total number of vias stands at 145. Power spread over the standard cell area amounts to 2330 nW/um^2. The count of buffer and inverter cells on the critical path stands at 1. The transition time at the pin with the least slew margin stands at 0.240 ns. Of all flip-flops after synthesis, the portion carrying an async set or reset was 100%. After synthesis the cells add up to 246 sq um. The largest vdd supply drop stands at 284 uV. The count of instantiated cells in the yosys netlist stands at 18. The sequential cell area stands at 175 sq um.

The global-route wire length before repair stands at 696 um. The number of antenna violations at the first check in global routing came to 0. Timing would allow up to 1130 MHz.

For this run, the share of the core covered by cells in the final layout is 10.6%. The part of the power in combinational logic stands at 17.7%. Per the synth log, the flip-flop and latch total comes to 7. Internal power comes to 0.644 mW. The share of power burned in registers stands at 53.5%. For this run the aggregate overflow at the end of global routing stands at 0. The critical path endpoint has a required time of 0.80 ns. The starting DRC count in detailed routing stands at 4. The leakage power in the latest report is roughly 0.15 nW. The fraction of layout instances using a drive strength above 1 stands at between 10% and 20%.

OpenSTA lists the critical path endpoint as OUT. The reg-to-reg setup timing slack stands at approximately 0.3 ns. The core area stands at 3420 sq um.

The chip area stands at 6400 sq um. Per the detail_route report, DRC violations left total 0. Entering global routing, the biggest net connects 8 pins. Before placement the cells fill 7.22% of the core. In the post-synthesis netlist, the biggest area contributors are sky130_fd_sc_hd__dfrtp_1, sky130_fd_sc_hd__xnor2_1, sky130_fd_sc_hd__inv_1.

The post-detailed-route count of antenna-violating nets stands at 0. Among all stages on the critical path, the largest delay is contributed by sky130_fd_sc_hd__dfrtp_1. The report lists the number of standard-cell rows as 21. The run reported a max-capacitance violation count of 0. OpenROAD reports that the post-layout worst path occupies roughly 90% of the period. The final timing report lists a hold violation count of 0. The worst slew margin relative to its limit stands at between 80 and 90%. The clock passes through at most 2 buffers.

The setup path with the least slack is of type reg -> out. The critical path goes through clkbuf_2. In the routed netlist, the antenna diode instances number 0. The overall die height stands at 80 um. The routed wire length per instance stands at 4.76 um. For this design the top-level I/O count stands at 4.

The net switching power of the design stands at 0.200 mW. The worst slack at placement stands at -0.119 ns. The cell type that accounts for the most area after synthesis is sky130_fd_sc_hd__dfrtp_1.

Note that the worst hold path type here is in -> async. The count of buffers added on input and output ports is 3. The mean number of vias per cell stands at 2.01. The layout-stage area growth over the synthesis result stands at 47.2%. The multi-input combinational cells in the finished layout cover a total of 63.8 sq um. The distinct cell type count after synthesis stands at 8. The placement summary gives the final routability congestion estimate as 0.693. The clock slew seen by the registers of the worst setup and hold paths stands at ~0.050 ns. For this run the top cell type by instance count after synthesis was sky130_fd_sc_hd__dfrtp_1. The hold-fix buffer count after cts stands at 0. The post-synth tally of flip-flops with integrated enable stands at 0. For the final routed database, the setup TNS stands at 0 ns. On the worst path, the slowest cell contributes a delay of 0.35 ns. Grouping stages by cell kind, the critical path spends the most delay in flip-flops.

The largest fanout on the critical path stands at 1. Synthesis handed over a netlist of 18 instances. Looking at the cell usage after synthesis, the top flip-flop cell is sky130_fd_sc_hd__dfrtp_1. The share of synthesized area in the top cell type comes to 71.1%. The arrival time of data at the worst endpoint is listed as 0.68 ns. Setup violations remaining at the end of the flow were counted as 0. The stat command in Yosys gives a chip area of about 250 sq um.

The post-CTS setup-driven buffer insertion count stands at 0.
[cell type report]
type                       count  area share (%)
timing repair buffer           4            8.97
multi-input combinational      9            17.6
tap                           46            15.9
sequential                     7            48.3
inverter                       2            2.07
clock buffer                   4            7.24
[layer usage]
layer	up-vias	wire [um]	track usage [%]
met3	2	33	0.909
met1	67	173	1.62
met2	6	130	1.69
met5	-	0	0
li1	70	-	-
met4	0	5	0.528
[power groups by stage]
stage,sequential (mW),clock [mW],combinational [mW]
6_report,0.452,0.243,0.149
5_1_grt,0.467,0.280,0.177
4_1_cts,0.452,0.257,0.166
[flip-flops by register name, summed over array words and instances, names as in the netlist]
register	cells
count_zero	2
prev_zero	1
OUT	1
count_one	2
prev_one	1
[placed cells by master (no fill, tap or decap), drive strengths merged]
cell	n
nand3	1
nand3b	1
buf	1
xnor2	4
inv	2
nand2b	1
dfrtp	7
nand2	1
and2	1
clkbuf	5
clkdlybuf4s50	2
[worst min path at each step]
stage / start / end / slack, ns / cells past startpoint
after CTS: RESET / count_one[1]$_DFFE_PP0P_ / 0.18 / 2
after global routing: RESET / count_one[0]$_DFFE_PP0P_ / 0.21 / 2
final: RESET / count_zero[1]$_DFFE_PP0P_ / 0.18 / 2
[kinds of logic (layout without fill, tap and decap cells)]
| family | after synthesis | count (layout) | share of synthesized area, % |
|---|---|---|---|
| XOR/XNOR | 4 | 4 | 14.2 |
| buffers and inverters | 2 | 10 | 3.05 |
| flip-flops | 7 | 7 | 71.1 |
| AND/OR/NAND/NOR | 5 | 5 | 11.7 |
[per-stage QoR]
stage	cells	area, sq um	power (mW)	hold slack [ns]
floorplan	18	246	0.547	0.00340
global placement	68	342	0.620	0.437
detailed placement	68	342	0.628	0.440
CTS	72	368	0.875	0.178
global route	72	363	0.923	0.211
finish	72	363	0.844	0.183
[repair_timing]
action	CTS	global route
gates cloned	0	0
resized	2	1
endpoints found under the setup margin	1	1
pin swaps	0	0
Power and IR drop assume default switching activity.
